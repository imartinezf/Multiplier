<file path="run.sh">
#!/bin/bash
# OpenROAD 26Q1-2900-gdf79404cd8, Yosys 0.63+post, stock flow scripts
make -C /OpenROAD-flow-scripts/flow DESIGN_CONFIG=/design/flow/config.mk WORK_HOME=/design/flow/orfs finish
</file>
<file path="config.mk">
export PLATFORM = sky130hd
export DESIGN_NAME = Shift_Register_Parallel_In_Serial_Out
export DESIGN_NICKNAME = Shift_Register_Parallel_In_Serial_Out
export VERILOG_FILES = /design/flow/design.v
export SDC_FILE = /design/flow/constraint.sdc
export NUM_CORES = 4
export LEC_CHECK = 1
export CORE_AREA = 10 10 70 70
export DIE_AREA = 0 0 80 80
</file>
<file path="constraint.sdc">
current_design Shift_Register_Parallel_In_Serial_Out

set clk_period 1.0
set clk_io_pct 0.2

create_clock -name clk0 -period $clk_period [get_ports {Clk}]

set non_clock_inputs [all_inputs -no_clocks]
set_input_delay [expr $clk_period * $clk_io_pct] -clock clk0 $non_clock_inputs
set_output_delay [expr $clk_period * $clk_io_pct] -clock clk0 [all_outputs]
</file>
<file path="design.v">
module Shift_Register_Parallel_In_Serial_Out
#(
	parameter WORD_LENGTH = 8
)
(
	input Clk,
	input Reset,
	input Enable,
	input Shift_Load,
	input [WORD_LENGTH - 1 : 0] Parallel_In,
	output Serial_Out
);
reg [WORD_LENGTH - 1 : 0] current_state;
always @(posedge Clk or negedge Reset) 
begin
	if(Reset == 1'b0) 
		   current_state= 0;
	else	if (Enable == 1'b1) 
	begin
			if    (Shift_Load == 1'b1) 
				current_state = Parallel_In;
			else	if (Shift_Load == 1'b0) 
				current_state = current_state >> 1'b1;
	end
end
assign Serial_Out = current_state[0];
endmodule 
</file>
==> notes.md <==
Latest figures from synthesis and place and route.

The tool flagged a number of max-cap violations equal to 0. The relative slew slack is approximately three quarters. The number of antenna violations at the first check in global routing is 1. The mean routed wirelength per cell is between 9 and 10 um.

Once iteration 0 of detailed routing completed, the report listed 9 DRC markers. Per the OpenROAD floorplan log, the area of the core is around 3400 um^2. In this run the layout overhead on the synthesized area is reported as 57.3%.

The cell count after synthesis is 35. Detailed placement reports a standard cell area of 563 um^2. Yosys reported that registers with async set or reset make up 100%. The setup path with the least slack is of type reg -> out. The floorplan die height is roughly 80 um. The count of placed standard cells in the final layout, fillers left out is slightly below 100. The category of the worst setup path capture point is an output pin. The slowest stage of the critical path is the dfrtp_1 cell.

The sequential share of the synthesized area is between 50% and 60%. For the worst setup path, the data arrival time is between 0.7 and 0.8 ns. Per the synthesis report, the dominant area consumer among library cells is dfrtp_1.

The floorplan-stage core utilization is between 10% and 20%. On the critical path the largest part of the delay comes from flip-flops. In this run the deepest clock path goes through 2 buffers.

The routed layout has between 300 and 400 vias. The share of Yosys cell area claimed by the top area cell type is roughly 53%. Along the critical path, the tally of buffer and inverter instances is 1. The ratio of cells with drive above 1 in the final layout is between 10% and 20%.

Per the synth log, the flip-flop and latch total comes to 8. Entering global routing, the biggest net connects 17 pins. The total length of routed met3 wires is around 130 um.

The worst setup path is launched from a flop. RePlAce ended its routability-driven mode at a weighted congestion of between 0.7 and 0.8. The time the worst path needs with I/O delays and setup is approximately 0.94 ns. The detailed route wirelength on metal2 is 498 um. The final power report lists total power as roughly 770 uW. On the final layout, the worst clock skew is between 0.005 and 0.006 ns.

The required time at the worst endpoint is listed as ~0.80 ns. The ratio of routed vias to standard cells is just over 3. The mapped netlist covers 375 um^2.

The flip-flop count of the largest register after layout is 8. The number of buffers created by CTS is 3. The maximum vdd drop is 0.253 mV. The iteration count recorded for the first detailed-route pass is 4. The TritonCTS clock tree is built.

The power report puts the leakage power at 0.248 nW. The first global-routing pass estimated ~1400 um of wire. The area recorded from the Yosys report for this design is 375 um^2. The commonest cells after synthesis are dfrtp_1 (8), a21oi_1 (7), mux2i_1 (7), nor2_1 (7), buf_6 (2).

The overall chip area is 6400 um^2. The power density normalized to cell area is roughly 1300 nW/um^2. Per the Yosys statistics, synthesis produced 35 cells. The worst path setup slack after routing is roughly 0.063 ns. The pre-CTS setup slack is -0.248 ns. The die is 80 um wide. The buffer_ports step reported a buffer count of 12. For this block, the routed nets add up to ~930 um of wire. The clock reaches the later pin of the worst-skew pair after approximately 0.25 ns. Looking at the cell usage after synthesis, the top flip-flop cell is dfrtp_1.

The sum of negative setup slack is 0 ns. The script parses the final routing iteration and logs DRC violations as 0. The post-synth count of flops with an enable pin is 0. The distinct cell type count of the synthesized netlist is 9.

For reference, the final report shows the hold violation count at 0. Based on the critical path, the design can be clocked at up to 1.07 GHz.

Setup repair after global routing left no endpoint under its margin. In this run the critical path is formed by buf_2. The final-layout worst hold slack is 0.218 ns. In this run the worst hold path is classified as in -> async. Yosys instantiated no cell more often than dfrtp_1.

The cell count after placement is slightly above 90. Overall routing resource usage recorded by global route was under 10%. Post-CTS timing repair inserted 0 buffers for setup. The highest routed metal layer is met3. The wire length the detailed router placed on met1 is between 300 and 400 um. The HPWL after detailed placement is ~760 um.

The OpenROAD warning count is 25. For the completed layout, the total cell area is recorded as just under 600 um^2. The run finished with clean final reports. The tree built by TritonCTS fans out to 8 sinks. The global route stage reports its total congestion overflow as 0.

The peak fanout along the critical path is 2. In this run the remaining antenna-violating nets after routing total 0. The I/O pin count is 13. The main area contributors are dfrtp_1 (53%), mux2i_1 (19%), a21oi_1 (9.3%). The per-instance average area after synthesis is around 11 um^2. Counting the warning lines in the Yosys log gives 1.

The total number of placement rows is 21. The final timing report lists a max-slew violation count of 0. Per STA, the highest per-stage delay on the worst path measures 0.37 ns. The cell chosen for the clock root is clkbuf_4. The via count of the first global-routing pass came to approximately 320.

From the final report, the count of setup violators was given as 0. The share of the clock period used by the worst path is between 90% and 100%. Cells fill between 10% and 20% of the core in the end. The clock transition at the register clock pins on the worst setup and hold paths after CTS is 0.05 ns.

For the pin with the worst max-slew slack, the measured transition is 0.348 ns. CTS built an H-tree with a depth of 1.
## kinds of logic (layout without fill, tap and decap cells)
| family | Yosys count | count (layout) | share of synthesized area (%) |
|---|---|---|---|
| compound gates | 8 | 8 | 10.7 |
| flops | 8 | 8 | 53.3 |
| simple gates | 8 | 8 | 8.33 |
| mux | 7 | 7 | 18.7 |
| buf+inv | 4 | 18 | 9.00 |
| other cells | 0 | 3 | 0 |
## cell type report
type,count,area (um^2)
Clock buffer,3,22.5
Timing Repair Buffer,14,158
Inverter,1,3.75
Tap cell,46,57.6
Multi-Input combinational cell,23,141
Sequential cell,8,200
Fill cell,381,2830
Antenna cell,3,7.51
## routing by layer
layer	global-route usage, %	vias to the layer above
li1	-	150
met1	2.83	144
met2	5.06	9
met3	2.84	0
met4	0	0
met5	0	-
## worst paths after layout
check                                       from                to  slack (ns)  depth (start not counted)
worst max-delay path            current_state[0]        Serial_Out        0.06                          1
worst min-delay path                       Reset  current_state[3]        0.22                          1
worst max register to register  current_state[5]  current_state[4]        0.28                          2
worst min register to register  current_state[7]  current_state[7]        0.53                          2
max in group asynchronous                  Reset  current_state[6]        0.52                          1
min in group clk0                     Shift_Load  current_state[7]        0.40                          4
## layout by cell type (no fill, tap or decap)
| cell | count |
|---|---|
| a21oi_1 | 7 |
| buf_12 | 2 |
| buf_2 | 1 |
| clkbuf_4 | 3 |
| clkdlybuf4s50_1 | 10 |
| dfrtp_1 | 8 |
| diode_2 | 3 |
| dlymetal6s2s_1 | 1 |
| inv_1 | 1 |
| mux2i_1 | 7 |
| nand3_1 | 1 |
| nor2_1 | 7 |
| o21ai_1 | 1 |
## report_power, final
group / leakage (nW) / internal, mW / switching [mW]
logic: 0.143 / 0.0900 / 0.0560
registers: 0.0903 / 0.364 / 0.0208
clock network: 0.0138 / 0.137 / 0.101
## what timing repair did
| item | 4_1_cts | 5_1_grt |
|---|---|---|
| resized | 3 | 1 |
| hold buffers | 0 | 0 |
| endpoints found under the setup margin | 1 | 5 |
Power figures rest on the tool's default switching activity, not on a simulated workload.
