===== design.v =====
module Counter
#(
	parameter WORD_LENGTH = 4,
	parameter WORD = WORD_LENGTH*2
)
(
	input clk,
	input reset,
	input enable,
	output flag
);
reg flag_r;
reg [WORD-1 : 0] counter_r;
	always@(posedge clk or negedge reset) begin
		if (reset == 1'b0) begin
			counter_r <= {WORD{1'b0}};
		end
		else 
			if(enable == 1'b1) begin  
				counter_r <= counter_r + 1'b1;
			if(counter_r == WORD-1)  
				flag_r <= 1'b1;
			end
		end
	assign flag = flag_r;
endmodule 
module FullAdder
#(
	parameter WORD_LENGTH = 4,
	parameter WORD = WORD_LENGTH*2
)
(
	input clk,
	input reset,
	input [WORD-1 : 0] data_in_a,
	input [WORD-1 : 0] data_in_b,
	input cin,  
	output [WORD-1 : 0] data_out,
	output cout  
);
assign {cout,data_out} = data_in_a+data_in_b+cin;
endmodule
module Multiplier
#(
	parameter WORD_LENGTH = 4,
	parameter WORD = WORD_LENGTH*2
)
( 
	input clk,		 
	input reset,
	input [WORD_LENGTH-1 : 0] data_in_a,	 
	input [WORD_LENGTH-1 : 0] data_in_b,	 
	input Start,
	input Reset_Sync,
	output [WORD-1 : 0] data_out,		 
	output ready,
	output cout
);
wire [WORD-1 : 0] data_out_w;
wire reset_sync_w;
wire reset_w;		 
wire enable_w;		 
wire flag_w;		 
wire load_w;	 
wire shift_w;	 
wire selector;  
wire [WORD-1 : 0] data_out_SSL_MUX_w;
wire [WORD-1 : 0] data_out_MUX_FA_w;
wire [WORD-1 : 0] data_out_RSReset_FA;
ShiftRegisterRight
#(
	.WORD_LENGTH(WORD_LENGTH)
)
SRRight
(
	.clk(clk),
	.reset(reset_w),
	.serialInput(1'b0),
	.load(load_w),
	.shift(shift_w),
	.parallelInput(data_in_b),
	.serialOutput(selector),
	.parallelOutput()
);
ShiftRegisterLeft
#(
	.WORD_LENGTH(WORD_LENGTH)
)
SRLeft
( 
	.clk(clk),
	.reset(reset_w),
	.serialInput(1'b0),
	.load(load_w),
	.shift(shift_w),
	.parallelInput(data_in_a),
	.serialOutput(),
	.parallelOutput(data_out_SSL_MUX_w)
);
FullAdder
#(
	.WORD_LENGTH(WORD_LENGTH)
)
FA
(
	.clk(clk),
	.reset(reset_w),
	.data_in_a(data_out_MUX_FA_w),
	.data_in_b(data_out),
	.cin(1'b0),
	.data_out(data_out_w),
	.cout(cout)
);
Mux2to1
#(
	.WORD_LENGTH(WORD_LENGTH)
)
Mux
(
	.Data_0(data_out_SSL_MUX_w),
	.Data_1({WORD{1'b0}}),
	.Selector(selector),
	.flag(flag_w),
	.Mux_Output(data_out_MUX_FA_w)
);
Register_Sync_Reset
#(
	.WORD_LENGTH(WORD_LENGTH)
)
RSReset
(
	.clk(clk),
	.reset(reset_w),
	.enable(1'b1), 
	.flag(flag_w),
	.Sync_Reset(reset_sync_w),
	.Data_Input(data_out_w),
	.Data_Output(data_out)
);
MultiplierMoore SMMoore
(
	.clk(clk),
	.reset(reset),
	.Start(Start),
	.Reset_Sync(Reset_Sync),
	.load(load_w), 
	.shift(shift_w), 
	.sync_reset(reset_sync_w), 
	.ready(ready),
	.reset_out(reset_w),
	.flag(flag_w),
	.enable(enable_w)  
);
Counter
#(
	.WORD_LENGTH(WORD_LENGTH)
)
CounterFlag
(
	.clk(clk),
	.reset(reset_w),
	.enable(enable_w),
	.flag(flag_w)
);
endmodule 
module MultiplierMoore
#(
	parameter IDLE = 0,
	parameter LOAD = 1,
	parameter SHIFT = 2,
	parameter FINISH = 3,
	parameter SYNC_RESET = 4
)
(
	input clk,
	input reset,
	input Start,
	input Reset_Sync,
	input flag,
	output load,  
	output shift,  
	output sync_reset,  
	output ready,
	output enable,  
	output reset_out
);
reg [2:0] state; 
reg flag_r;
reg load_r;
reg shift_r;
reg sync_reset_r;
reg enable_r;
reg ready_r;
reg reset_out_r;
always@(posedge clk or negedge reset ) begin
	if(reset == 1'b0)
			state <= IDLE;
	else 
	   case(state)
			IDLE:
				if (Start == 1'b1)
					state <= LOAD;
				else
					state <= IDLE;					
			LOAD:
					state <= SHIFT;
			SHIFT:
				if(flag == 1'b1)
					state <= FINISH;
				else
					state <= SHIFT;
			FINISH:
					state <= SYNC_RESET;
			SYNC_RESET:
				if (Reset_Sync == 1'b1)
					state <= IDLE;
				else
					state <= IDLE; 
			default:
					state <= IDLE;
			endcase
end 
always@(state) begin
	 case(state)
		IDLE: 
			begin
				load_r = 1'b0;
				shift_r = 1'b0;
				sync_reset_r = 1'b0;
				enable_r = 1'b0;
				ready_r = 1'b0;
				reset_out_r = 1'b0;
			end
		LOAD: 
			begin
				load_r = 1'b1;
				shift_r = 1'b0;
				sync_reset_r = 1'b1;
				enable_r = 1'b1;
				ready_r = 1'b0;
				reset_out_r = 1'b1;
			end
		SHIFT: 
			begin
				load_r = 1'b0;
				shift_r = 1'b1;
				sync_reset_r = 1'b1;
				enable_r = 1'b0;
				ready_r = 1'b0;
				reset_out_r = 1'b1;
			end
		FINISH:
			begin
				load_r = 1'b0;
				shift_r = 1'b0;
				sync_reset_r = 1'b1;
				enable_r = 1'b0;
				ready_r = 1'b1;
				reset_out_r = 1'b1;
			end
		SYNC_RESET:
			begin
				load_r = 1'b0;
				shift_r = 1'b0;
				sync_reset_r = 1'b0;
				enable_r = 1'b0;
				ready_r = 1'b1;
				reset_out_r = 1'b1;
			end
	default: 		
			begin
				load_r = 1'b0;
				shift_r = 1'b0;
				sync_reset_r = 1'b0;
				enable_r = 1'b0;
				ready_r = 1'b1;
				reset_out_r = 1'b1;
			end
	endcase
end
assign load = load_r; 
assign shift = shift_r;
assign sync_reset = sync_reset_r;
assign ready = ready_r;
assign enable = enable_r;
assign reset_out = reset_out_r;
endmodule
module Mux2to1
#(
	parameter WORD_LENGTH = 4,
	parameter WORD = WORD_LENGTH*2 
)
(
	input Selector,
	input [WORD-1 : 0] Data_0,
	input [WORD-1 : 0] Data_1,
	input flag,
	output [WORD-1 : 0] Mux_Output
);
reg [WORD-1 : 0] Mux_logic;
always@(Selector,Data_0 or Data_1) begin
	if(Selector == 1'b1)
		Mux_logic = Data_0;
	else
		Mux_logic = Data_1; 
end
assign Mux_Output = Mux_logic;
endmodule
 module Register_Sync_Reset
#(
	parameter WORD_LENGTH = 4,
	parameter WORD = WORD_LENGTH*2
)
(
	input clk,
	input reset,
	input enable,
	input Sync_Reset,
	input [WORD-1 : 0] Data_Input,
	input flag,
	output [WORD-1 : 0] Data_Output
);
reg  [WORD-1 : 0] data_r;
always@(posedge clk or negedge reset) begin
	if(reset == 1'b0) 
		data_r <= 0;
	else 
		if(enable == 1'b1) begin
			data_r <= data_r;
			if(Sync_Reset == 1'b0)
				data_r <= {WORD_LENGTH{1'b0}};
			else
				data_r <= Data_Input;
		end
end
assign Data_Output = data_r;
endmodule
module ShiftRegisterLeft
#(
	parameter WORD_LENGTH = 4,
	parameter WORD = WORD_LENGTH*2
)
(
	input clk,
	input reset,
	input serialInput,
	input load,
	input shift,
	input [WORD_LENGTH - 1 : 0] parallelInput,
	output serialOutput,
	output [WORD - 1 : 0] parallelOutput
);
reg [WORD - 1 : 0] shiftRegister_logic;
always@(posedge clk, negedge reset) begin
	if(reset == 1'b0)
		shiftRegister_logic <= {WORD{1'b0}};
	else
		case ({load, shift})
			2'b01:
				shiftRegister_logic <= {shiftRegister_logic[WORD -2 : 0], serialInput};
			2'b10:
				shiftRegister_logic <= parallelInput;
			default:
				shiftRegister_logic <= shiftRegister_logic;
		endcase
end
assign serialOutput = shiftRegister_logic[WORD - 1]; 
assign parallelOutput = shiftRegister_logic;
endmodule
module ShiftRegisterRight
#(
	parameter WORD_LENGTH = 4
)
(
	input clk,
	input reset,
	input serialInput,
	input load,
	input shift,
	input [WORD_LENGTH - 1 : 0] parallelInput,
	output serialOutput,
	output [WORD_LENGTH - 1 : 0] parallelOutput
);
reg [WORD_LENGTH - 1 : 0] shiftRegister_logic;
always@(posedge clk, negedge reset) begin
	if(reset == 1'b0)
		shiftRegister_logic <= {WORD_LENGTH{1'b0}};
	else
		case ({load, shift})
			2'b01:
				shiftRegister_logic <= {serialInput,shiftRegister_logic[WORD_LENGTH -1 : 1]};
			2'b10:
				shiftRegister_logic <= parallelInput;
			default:
				shiftRegister_logic <= shiftRegister_logic;
		endcase
end
assign serialOutput = shiftRegister_logic[0]; 
assign parallelOutput = shiftRegister_logic;
endmodule

===== constraint.sdc =====
current_design Multiplier

set clk_period 3.0
set clk_io_pct 0.2

create_clock -name clk0 -period $clk_period [get_ports {clk}]

set non_clock_inputs [all_inputs -no_clocks]
set_input_delay [expr $clk_period * $clk_io_pct] -clock clk0 $non_clock_inputs
set_output_delay [expr $clk_period * $clk_io_pct] -clock clk0 [all_outputs]

===== config.mk =====
export PLATFORM = sky130hd
export DESIGN_NAME = Multiplier
export DESIGN_NICKNAME = Multiplier
export VERILOG_FILES = /design/flow/design.v
export SDC_FILE = /design/flow/constraint.sdc
export NUM_CORES = 4
export LEC_CHECK = 1
export CORE_UTILIZATION = 30

===== run.sh =====
#!/bin/bash
# OpenROAD 26Q1-2900-gdf79404cd8, Yosys 0.63+post, stock flow scripts
make -C /OpenROAD-flow-scripts/flow DESIGN_CONFIG=/design/flow/config.mk WORK_HOME=/design/flow/orfs finish

==> Slide: Implementation Results <==
Physical Implementation Snapshot

Run
  – Tool warnings: 27
  – Max-cap violations: 0

STA
  – Final Hold Violation Tally: 0
  – Minimum hold slack: 388 ps
  – F_max: 367 MHz
  – Cycle use final: between 90 and 100%
  – Final worst path period need: 2730 ps
  – Final setup viols: 0
  – Worst Tran Pin Value: 833 ps
  – Clk_skew: between 6 and 7 ps
  – Slew HR: 44.4%
  – Setup TNS: 0 ps
  – Slew Viols, Final: 0
  – RSZ-0062 raised after global routing: no
  – Setup ws final: 273 ps

Pwr
  – Power per cell area: 749 nW/µm²
  – Switching pwr: 0.453 mW
  – Sw Ratio: 35.2%
  – Clock power share: 15.1%
  – Peak supply drop: about 0.32 mV
  – Leakage Power: 0.749 nW
  – Power Internal: 0.836 mW
  – Comb power frac: 47.3%
  – Sequential power share: 37.6%
  – PnR Total Power: ~1.3 mW

Logic synthesis
  – Distinct cells, synth: 29
  – Synthesized instance count: 135
  – Ys flops: 25
  – Post-Synth XOR/XNOR Area: 0%
  – Mean Syn Cell Area: 9.93 µm²
  – Logic family by area: simple AND/OR/NAND/NOR gates
  – Mapped cell area: 1340 µm²
  – Dominant register cell: dfrtp_1
  – Synth Area in Compound Gates: 15.5%
  – Ys async rst share: 100%
  – # Cells Yosys: 135
  – Synth area leader: dfrtp_1
  – YS warnings: 6
  – Seq/Total Area, Yosys: 46.8%
  – Post-synth EDFFs: 0
  – Top-count cell post-synth: dfrtp_1
  – Yosys stat area: 1340 µm²
  – Synth top cells by count: dfrtp_1 (24), inv_1 (12), nor2_1 (12)
  – Adders+Majority by Area: 10.8%
  – Post-synth area hogs: dfrtp_1 (45%), ha_1 (9.3%), mux2i_1 (5.2%)
  – Post-synthesis simple-gate area fraction: 17.1%
  – Mux area share: 5.23%
  – Area leader share: 44.8%

Route
  – Drt drc: 0
  – Starting DRC count in detailed routing: 14
  – Final WL: 2480 µm
  – Final ANT Viol Nets: 0
  – Vias: just over 1000
  – Antenna Diode Count: 0
  – Routed vias/inst: 4.79
  – DR pass1 iterations: 4
  – DR WL/cell: 11.6 µm

Global routing
  – Largest net degree at the start of global routing: 25
  – Total Routing Usage GR: around an eighth
  – Vias in the first global route: around 940
  – First-pass GRT wire length: 4150 µm
  – Initial antenna violation count: 0
  – GRT overflow: 0

Setup path
  – Maximum fanout along the worst path: 4
  – Arrival time worst endpoint: about 2100 ps
  – Reg2Reg Depth: 10
  – CP startpoint kind: register
  – Worst EP required: 2400 ps
  – WS Path Type: reg -> out
  – R2r startpoint: SRRight.shiftRegister_logic[0]$_DFFE_PP0P_
  – R2r setup slk: 590 ps
  – Reg2reg end: RSReset.data_r[6]$_DFF_PP0_
  – Crit end category: primary output

Hold path
  – Hold crit path type: reg -> reg
  – Hold path cells: 0
  – Worst hold start: SMMoore.state[4]$_DFF_PN0_
  – WHS Endpoint: SMMoore.state[1]$_DFF_PN0_

Floorplan
  – Die H: 68.8 µm
  – FP Rows: 23
  – Die ar.: 4740 µm²
  – FP Core Util: 32.3%
  – Core Region: just over 4000 µm²
  – Die width: 68.8 µm
  – # IOs: 22

Finish
  – Layout cell share with drive strength beyond 1: 12.8%
  – Fin area: 1720 µm²
  – Fillers: 398
  – Syn-to-layout area delta: 28.5%
  – Post-layout util: 41.5%
  – Post-route insts no fill: around 210

Placed design
  – Place WS: 162 ps
  – Port Buffers: 20
  – Hpwl dp: about 1800 µm
  – Area post-placement: 1590 µm²
  – Final GP Congestion: 0.826
  – Placed Instances: 202

Clock network
  – Worst skew pair latency: 260 ps
  – H-tree Lvls: 1
  – Cts hold-fix bufs: 0
  – Clock slew at reported path FFs: 90 ps
  – CTS tree: built
  – Clk sink count: 25
  – Inserted Clock Buffers: 3
  – Clk buf depth: 2
  – Root Buffer: clkbuf_8

Status
  – Status: completed
## cell families (layout without fill, tap and decap cells)
logic type	after synthesis	count (layout)
muxes	7	7
DFF	25	25
and+or+nand+nor	44	44
adders and majority gates	11	11
AOI/OAI and AO/OA	32	32
buffers and inverters	16	45
## state kept, by name, summed over array words and instances, names as in the netlist
register / cells
RSReset.data_r: 8
SMMoore.state: 5
SRLeft.shiftRegister_logic: 8
SRRight.shiftRegister_logic: 4
## cells in the final DEF, fill, tap and decap left out, types with 2 or more instances in the layout
| master | Yosys | final |
|---|---|---|
| a211oi_1 | 4 | 4 |
| a21oi_1 | 9 | 9 |
| and2_1 | 8 | 7 |
| buf_4 | 0 | 9 |
| clkbuf_8 | 0 | 3 |
| clkdlybuf4s50_1 | 0 | 19 |
| dfrtp_1 | 24 | 24 |
| ha_1 | 10 | 8 |
| inv_1 | 12 | 12 |
| mux2i_1 | 7 | 7 |
| nand2_1 | 6 | 6 |
| nand3_1 | 3 | 3 |
| nor2_1 | 12 | 12 |
| nor2b_1 | 2 | 2 |
| nor3_1 | 8 | 8 |
| o21a_1 | 3 | 3 |
| o21ai_0 | 7 | 6 |
| o21bai_1 | 2 | 2 |
| o22ai_1 | 3 | 3 |
## worst max-delay path: stages, from the launching register on
cell,delay [ps]
dfrtp_1,400
buf_4,140
buf_4,120
and2_1,130
ha_1,310
nor2b_4,140
o31a_1,260
o21ai_1,150
a21oi_1,80
dlymetal6s2s_1,130
## metal layers
layer | global-route usage (%) | share of wire (%)
met3 | 1.33 | 2.8
met5 | 0 | 0
met2 | 18.4 | 45
met1 | 19.1 | 51
met4 | 1.79 | 0.97
## worst max-delay path by stage
stage | startpoint | endpoint | slack (ps) | cells past startpoint
6_report | SRRight.shiftRegister_logic[0]$_DFFE_PP0P_ | cout | 270 | 9
5_1_grt | SRRight.shiftRegister_logic[0]$_DFFE_PP0P_ | cout | 150 | 9
4_1_cts | SRRight.shiftRegister_logic[0]$_DFFE_PP0P_ | cout | 5 | 9
## power by group through the flow
stage	Clock (mW)	Sequential (mW)	Combinational, mW
finish	0.195	0.485	0.610
global route	0.217	0.499	0.684
CTS	0.203	0.486	0.594
## area by class of cell
type	count	area, µm²	area share, %
Multi-Input combinational cell	94	672	39.0
Sequential cell	25	627	36.4
Timing Repair Buffer	29	270	15.7
Inverter	12	45.0	2.62
Tap cell	50	62.6	3.63
Clock buffer	4	45.0	2.62
## timing repair
item                                    in CTS  in global routing
buffers inserted                             5                  3
gates cloned                                 0                  0
resized                                      3                  3
endpoints found under the setup margin       1                  1
pin swaps                                    1                  3
Power and IR drop assume default switching activity.
